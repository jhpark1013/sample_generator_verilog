<file path="flow/constraint.sdc">
current_design top

set clk_period 9.0
set clk_io_pct 0.2

create_clock -name clk0 -period $clk_period [get_ports {Clk}]

set non_clock_inputs [all_inputs -no_clocks]
set_input_delay [expr $clk_period * $clk_io_pct] -clock clk0 $non_clock_inputs
set_output_delay [expr $clk_period * $clk_io_pct] -clock clk0 [all_outputs]
</file>
<file path="flow/run.sh">
#!/bin/bash
# OpenROAD 26Q1-2900-gdf79404cd8, Yosys 0.63+post, stock flow scripts
make -C /OpenROAD-flow-scripts/flow DESIGN_CONFIG=/design/flow/config.mk WORK_HOME=/design/flow/orfs finish
</file>
<file path="flow/config.mk">
export PLATFORM = sky130hd
export DESIGN_NAME = top
export DESIGN_NICKNAME = top
export VERILOG_FILES = /design/flow/design.v
export SDC_FILE = /design/flow/constraint.sdc
export NUM_CORES = 4
export LEC_CHECK = 1
export CORE_UTILIZATION = 40
</file>
<file path="flow/design.v">
module top
  (
   input         Clk,
   input         ResetN,
   output wire [39:0] PacketSize,
   output wire  M_AXIS_tvalid,
   output wire  M_AXIS_tready,
   output wire M_AXIS_tlast,
  output wire [39:0] M_AXIS_tdata,
  input [39:0] in_quad
   );
   reg En;
   assign En = 1;
   assign PacketSize = in_quad + 'd8 ;  
   reg [39:0] counterR;
   always_ff @(posedge Clk)
     if(!ResetN)
       counterR <= 0;
   	else begin
       if(M_AXIS_tvalid && M_AXIS_tready)
         if(M_AXIS_tlast)
           counterR <= 0;
       	 else
           counterR<=counterR + 1;
     end
    always_ff @(posedge Clk)
      if(!ResetN)
        counterR <= 0;
      else begin
        counterR <= counterR + 1;
        if(counterR == 30)begin
          En = 0;
        end
      end
reg enableSampleGenerationR;
wire enableSampleGenerationPosEdge;
wire enableSampleGenerationNegEdge;
assign enableSampleGenerationR = 1;
always @(posedge Clk)
  if(!ResetN) begin
    enableSampleGenerationR <= 0;
  end
  else begin
    enableSampleGenerationR <= enableSampleGenerationR;
  end
assign enableSampleGenerationPosEdge = En && (!enableSampleGenerationR);
assign enableSampleGenerationNegEdge = (!En) && enableSampleGenerationR;
reg [1:0] fsm_currentState;
reg [1:0] fsm_prevState;
always_ff @(posedge Clk)
  if(!ResetN) begin
    fsm_currentState <= 0;
    fsm_prevState <= 0;
  end
  else begin
  case (fsm_currentState)
  0: begin
    if(enableSampleGenerationPosEdge) begin
      fsm_currentState <= 1;
      fsm_prevState <= 0;
    end
    else begin
      fsm_currentState <= 0;
      fsm_prevState <= 0;
    end
  end
  1: begin
    if(enableSampleGenerationNegEdge) begin
      fsm_currentState <= 2;
      fsm_prevState <= 1;
    end
    else begin
      fsm_currentState <= 1;
      fsm_prevState <= 1;
    end
  end
  2: begin
    if(lastDataIsBeingTransferred) begin
      fsm_currentState <= 0;
      fsm_prevState <= 2;
    end
    else begin
      fsm_currentState <= 2;
      fsm_prevState <= 2;
    end
  end
  default:begin
    fsm_currentState <= 0;
    fsm_prevState <= 0;
  end
  endcase
  end
  reg 			dataIsBeingTransferred;
  reg 			lastDataIsBeingTransferred;
  assign dataIsBeingTransferred = M_AXIS_tvalid & M_AXIS_tready;
  assign lastDataIsBeingTransferred = dataIsBeingTransferred & M_AXIS_tlast;
  reg 	[29:0]	packetSizeInDwords;
  reg 	[1:0]				validBytesInLastChunk;
  always_ff @(posedge Clk)
  	if ( ! ResetN ) begin
  		packetSizeInDwords <= 0;
  		validBytesInLastChunk <= 0;
  	end
  	else begin
      if ( enableSampleGenerationPosEdge ) begin
  			packetSizeInDwords <= 'd6 ;  
  			validBytesInLastChunk <= PacketSize - packetSizeInDwords * 4;
  		end
    end
  reg [31:0] globalCounter;
  always_ff @(posedge Clk)
    if(!ResetN) begin
      globalCounter <= 0;
    end
    else begin
      if( dataIsBeingTransferred )
        globalCounter <= globalCounter + 1;
      else
        globalCounter <= globalCounter;
    end
  assign M_AXIS_tdata = globalCounter;
  reg [29:0] packetCounter;
  always_ff @(posedge Clk)
    if(!ResetN) begin
      packetCounter <= 0;
    end
    else begin
      if(lastDataIsBeingTransferred) begin
        packetCounter <= 0 ;
      end
      else if(dataIsBeingTransferred) begin
        packetCounter <= packetCounter + 1;
      end
      else begin
        packetCounter <= packetCounter;
      end
    end
  assign M_AXIS_tvalid = 'd1;  
  assign M_AXIS_tready = 1'd1;  
  assign M_AXIS_tlast = (packetCounter == 6) ? 1 : 0;
endmodule
</file>
==> results.json <==
{
  "hold_viol": 0,
  "slew_viol_final": 0,
  "grt_pass1_vias": 3242,
  "clock.fmax_mhz": 161.3,
  "pre_cts_ws_ps": 2839,
  "cp_cell_sequence": "clkdlybuf4s50_1 -> ha_1 -> nand4_1 -> or4_1 -> nor4_1 -> xor2_1 -> clkdlybuf4s50_1",
  "ys_top_cells_by_area": "dfxtp_1 33%, xor2_1 7.7%, xnor2_1 6.0%",
  "post_drt_wl_per_cell_um": 13.77,
  "core_mm2": 0.009196,
  "initCoreUtil_pct": 40.94,
  "tightest_slew_ps": 815.3,
  "cts_inserted_buffers": 9,
  "syn_inst": 478,
  "finalSetupTns_ps": 0,
  "num_vias": 3699,
  "gp_congestion": 0.8682,
  "grt_max_degree": 26,
  "total_power_mw": 0.6266,
  "grt_antenna_before_repair": 0,
  "seq_area_frac_synth_pct": 32.97,
  "max-slew-margin-rel_pct": 45.36,
  "drt_iter0_markers": 136,
  "finalWirelength_um": 9477,
  "period_used_pct": 68.88,
  "holdWs_ps": 472.8,
  "vdd_drop_max_mv": 0.1237,
  "largest_area_cell": "dfxtp_1",
  "area_growth_pct": 34.83,
  "synth_top_area_share_pct": 32.97,
  "cp.arrival_ps": 4400,
  "die_w_um": 99.02,
  "whs_path_depth": 1,
  "ys_warn_count": 5,
  "rows": 35,
  "hp-class": "register to register",
  "finalClockSkew_ps": 13.42,
  "syn_area_mm2": 0.003765,
  "cp-end-kind": "output pin",
  "leakage_nw": 1.707,
  "remaining_drc_errors": 0,
  "grt_overflow": 0,
  "outcome": "finished, final reports clean",
  "die-area_mm2": 0.009804,
  "regToRegStartpoint": "packetCounter[8]",
  "viasPerCell": 5.376,
  "cpPeakStageDelay_ps": 670,
  "cts_tree": "done",
  "path_common_cell": "clkdlybuf4s50_1",
  "ys_area_mm2": 0.003765,
  "syn_area_per_cell_um2": 7.876,
  "cp_max_fo": 9,
  "grt_pass1_wl_um": 15590,
  "start_kind": "input pin",
  "min-delay-start": "packetCounter[0]",
  "crit_path_start": "in_quad[3]",
  "worst_slack_ps": 2801,
  "cts_sinks": 62,
  "post_cts_resized": 0,
  "ys.flops": 62,
  "max_cap_violations": 0,
  "die_height_um": 99.02,
  "synth_cell_types": 33,
  "clk_pin_slew_worst_paths_ps": 60,
  "fin_util_pct": 55.20,
  "track_usage_pct": 19.71,
  "dr.pass1.iters": 5,
  "r2r-end": "packetCounter[29]",
  "finalSetupViolCount": 0,
  "dp_hpwl_um": 7112,
  "period_needed_ps": 6199,
  "slowest_stage": "or4_1",
  "io_buffers": 108,
  "clock.latency.late_pin_ps": 340,
  "antenna_cells_inserted": 0,
  "hold_end": "packetCounter[0]",
  "p_per_area_mw_per_mm2": 123.4,
  "htreeDepth": 3,
  "drtAntennaViolNets": 0,
  "cp.required_ps": 7200,
  "cts-root-buf": "clkbuf_8",
  "ys_cells": 478,
  "cts_buffer_depth": 2,
  "rsz0062_at_grt": "false",
  "cts-hold-fix-buffers": 0,
  "drive_above_1_share_pct": 4.159,
  "postCtsSetupRepairBufs": 0,
  "r2r_slack_ps": 6650,
  "rr_worst_depth": 4,
  "io_pins": 125,
  "warnings": 26,
  "critPathKind": "input pin to output pin"
}
==> kinds of logic (layout without fill, tap and decap cells) <==
logic type	count (synthesis)	after routing	share of synthesized area, %
fa+ha+maj	4	4	1.329
flops	62	62	32.97
other cells	2	10	0.1995
simple gates	236	236	34.63
compound gates	57	57	8.906
xor+xnor	59	59	13.73
buf+inv	52	143	6.646
mux	6	6	1.595
==> synthesized netlist by cell type (all sizes together) <==
| cell | instances |
|---|---|
| a21oi | 28 |
| and2 | 5 |
| and3 | 10 |
| and4 | 10 |
| buf | 17 |
| clkbuf | 17 |
| conb | 2 |
| dfxtp | 62 |
| ha | 4 |
| inv | 18 |
| mux2i | 6 |
| nand2 | 36 |
| nand2b | 6 |
| nand3 | 34 |
| nand4 | 27 |
| nand4b | 1 |
| nor2 | 35 |
| nor3 | 19 |
| nor3b | 1 |
| nor4 | 16 |
| nor4b | 1 |
| o21ai | 9 |
| o31ai | 20 |
| or2 | 3 |
| or3 | 9 |
| or4 | 23 |
| xnor2 | 26 |
| xor2 | 33 |
==> registers in the layout (all words and copies together), names as in the netlist <==
signal	cells
globalCounter	32
packetCounter	30
==> through the flow <==
stage | instances | area (µm²)
after floorplan | 486 | 3795
after global placement | 672 | 4843
after detailed placement | 672 | 4843
after CTS | 688 | 5076
after global routing | 688 | 5076
final | 688 | 5076
==> layout make-up <==
class / instances / area [µm²]
inverters: 18 / 67.56
clock inverters: 5 / 81.33
clock buffers: 11 / 151.4
well taps: 111 / 138.9
repair buffers: 109 / 1089
flip-flops and latches: 62 / 1241
multi-input cells: 372 / 2307
fillers: 805 / 4120
==> worst max-delay path, delay by kind of cell <==
kind                     cells  cell delay [ps]
XOR/XNOR                     1              170
adder cells (fa/ha/maj)      1              220
buffers and inverters        2             1000
AND/OR/NAND/NOR              3             1200
==> worst max path at each step <==
stage / endpoint / slack [ps] / depth (start not counted)
finish: PacketSize[33] / 2800 / 7
global route: PacketSize[33] / 2720 / 7
CTS: PacketSize[33] / 2840 / 7
==> layer usage <==
metal  global-route usage [%]  share of wire [%]  routed length, µm
met4                    2.755                1.2                112
met3                    3.102                4.0                382
met2                    31.47                 48               4513
met5                        0                  0                  0
met1                    29.41                 47               4468
==> report_power, final <==
group | leakage (nW) | internal, mW | switching, mW
logic | 1.09 | 0.0414 | 0.0246
clock network | 0.116 | 0.171 | 0.110
registers | 0.500 | 0.277 | 0.00325
total | 1.71 | 0.489 | 0.138
==> placed cells by master (no fill, tap or decap), drive strengths merged, types with 20 or more instances in the layout <==
cell	n
nand4	27
xnor2	26
nor2	35
nand2	36
o31ai	20
or4	23
clkdlybuf4s50	108
dfxtp	62
a21oi	28
nand3	34
xor2	33
Power figures rest on the tool's default switching activity, not on a simulated workload.
